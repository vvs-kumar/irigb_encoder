==> /design/flow/config.mk <==
export PLATFORM = sky130hd
export DESIGN_NAME = mult16
export DESIGN_NICKNAME = mult16
export VERILOG_FILES = /design/flow/design.v
export SDC_FILE = /design/flow/constraint.sdc
export NUM_CORES = 4
export LEC_CHECK = 1
export CORE_UTILIZATION = 30
export SYNTH_HDL_FRONTEND = slang
==> /design/flow/constraint.sdc <==
current_design mult16

set clk_period 55.4
set clk_io_pct 0.2

create_clock -name clk0 -period $clk_period

set non_clock_inputs [all_inputs -no_clocks]
set_input_delay [expr $clk_period * $clk_io_pct] -clock clk0 $non_clock_inputs
set_output_delay [expr $clk_period * $clk_io_pct] -clock clk0 [all_outputs]
==> /design/flow/design.v <==
module mult16(product,multiplier,multiplicand);
   input [15:0]  multiplier, multiplicand;
   output        product;
   reg [31:0]    product;
   reg [4:0]i;
   always @( multiplier or multiplicand )
     begin
        product[31:16] = 16'd0;
        product[15:0] = multiplier;
        for(i=0;(~(i[4]==1));i=i+1)
        begin
        product[31:16] = product[0]?product[31:16] + multiplicand:product[31:16];
        product[31:0] = {1'b0,product[31:1]};
        end
        end    
endmodule
==> /design/flow/run.sh <==
#!/bin/bash
# OpenROAD 26Q1-2900-gdf79404cd8, Yosys 0.63+post, stock flow scripts
make -C /OpenROAD-flow-scripts/flow DESIGN_CONFIG=/design/flow/config.mk WORK_HOME=/design/flow/orfs finish
==> run notes <==
Latest figures from synthesis and place and route.

The count of cells in the finished layout, fillers not included, comes to 2,674. The flip-flop and latch area is 0 µm². For this design, the CTS-stage hold fixing added 0 buffers. The number of DRC markers after the initial detailed-route iteration is 1,060. The number of maximum-capacitance constraint violations is 0. In this run, post-CTS repair resized a total of 0 instances. The floorplan row count is 79.

The number of setup violations in the final report is 0. The filler cells instantiated in the layout total 4,841. The area enclosed by the die boundary is 48,600 µm². The worst setup path is launched from a primary input. The startpoint of the most critical setup path is multiplier[0]. The OpenROAD report gives the critical path a required time of 44,320 ps. The final worst hold slack is 23,350 ps.

In this run the cell area of the synthesized design comes to 14,300 µm². The area of the synthesized netlist per yosys stat is 14,300 µm². Headroom to the max-slew limit came out at 41.8%.

Setup repair after global routing left no endpoint under its margin. The DRC violation total left in the routed layout is recorded as 0. The clock buffer count is 0.

The routed via count divided by cell count is 5.57. Per the post-route antenna check, the number of violating nets is 0. The number of cells in the design after placement is 2,674. The main area contributors are sky130_fd_sc_hd__ha_1, sky130_fd_sc_hd__a21oi_1, sky130_fd_sc_hd__xnor2_1. The number of sequential storage elements is 0. Across every metal layer, demand over resource in global routing totals 18.9%. The die span in y is 220 µm. In the Yosys report, the sequential cells make up 0% of the chip area. The first global-routing pass estimated 72.9 mm of wire.

The cell with the most instances after synthesis is sky130_fd_sc_hd__ha_1. The sum of routed wire length over all layers is 45.4 mm. The global route stage reports its total congestion overflow as 0.

The I/O pin total is 64. Post-CTS timing repair inserted 0 buffers for setup. In this run the biggest area consumer among cell types represents 23.0% of the synthesized area. The region available for standard cell placement spans 46,800 µm². Summing over the stages, the warning tally comes to 71. For this configuration, the core starts out at a cell density of 30.6%. The total inserted antenna cells is 0.

The end point of the critical path is product[30]. The maximum cell stage delay along the critical path is 860 ps. STA puts the critical path data arrival time at 34,510 ps. The number of iterations in the first detailed-routing pass is 24. The cell type of the slowest stage on the worst timing path is sky130_fd_sc_hd__clkdlybuf4s50_1. The area overhead of the layout relative to synthesis is 10.0%. The flow reports an fmax of 21.9 MHz. In the post-route analysis, the smallest setup slack over all paths is 9810 ps. The via count of the first global-routing pass came to 13,900. The worst setup path is captured at a primary output. For reference, the post-synthesis area per instance comes to 7.06 µm². The Yosys warning count is 0.

The number of antenna violations at the first check in global routing is 0. The critical path maximum fanout is 18. The total cells reported by yosys after synthesis is 2,027. The most prevalent standard cell on the critical path is sky130_fd_sc_hd__ha_1.

In this run the worst hold path is classified as in2out. The post-placement cell area is 15,700 µm². The cell count after synthesis came out at 2,027. The number of port buffers is 63. The synthesized netlist contains 97 unique library cells. The cell type contributing the most total cell area after synthesis is sky130_fd_sc_hd__ha_1.

The width of the chip is 220 µm. The final-report hold violation count is 0. The run finished with clean final reports. The final critical path time including I/O delays and setup is 45,590 ps. Setup total negative slack on the finished layout was measured at 0 ps. The largest net degree at the start of global routing is 36. The final standard cell area without fillers is 15,700 µm². The category of the critical setup timing path is in2out. The per-cell routed wire length is 17.0 µm. Across all layers, the routed design uses 14,900 vias. The final max-slew violation count recorded for this run is 0. At the end of routability-driven placement, the weighted congestion stood at 0.950.

Detailed placement finished with a half-perimeter wire length of 35.8 mm. Yosys reports that the most numerous cell types are sky130_fd_sc_hd__ha_1, sky130_fd_sc_hd__nand2_1, sky130_fd_sc_hd__a21oi_1. The final core utilization is 33.7%. Per the final layout report, the fraction of cells sized above drive strength 1 comes to 7.06%. Timing analysis after detailed placement gives a worst setup slack of 9950 ps. The post-layout period usage of the worst path is 82.3%. The pin slew with the least headroom to its limit is 863 ps.
==> area by class of cell <==
class | count | area (µm²) | area share (%)
multi-input cells | 1851 | 13600 | 86.7
repair buffers | 99 | 901 | 5.72
well taps | 607 | 759 | 4.83
inverters | 117 | 439 | 2.79
==> per-layer routing <==
| metal | up-vias | track usage, % | share of wire [%] |
|---|---|---|---|
| li1 | 7596 | - | - |
| met1 | 6828 | 28.1 | 50 |
| met2 | 402 | 29.3 | 42 |
| met3 | 59 | 2.19 | 5.8 |
| met4 | 0 | 3.79 | 2.3 |
| met5 | - | 0 | 0 |
==> layout by cell type (no fill, tap or decap), drive strengths merged, types with 11 or more instances in the layout <==
master,instances
nor2b,25
nand2b,40
nor2,156
clkdlybuf4s50,63
nand3,48
and3,13
o21a,42
mux2,52
o211ai,26
inv,115
nand2,201
nand4,12
ha,263
a31oi,33
mux2i,25
buf,36
and2,31
a21boi,11
xor2,70
o21ai,147
a21oi,189
a21o,68
xnor2,95
a22oi,11
nor3,35
fa,15
a211oi,24
or3,24
o31ai,21
o21bai,15
==> cells by family after synthesis <==
family / share of synthesized area (%)
AND-OR/OR-AND: 33.3
adder cells (fa/ha/maj): 25.1
multiplexers: 5.87
XOR/XNOR: 10.1
AND/OR/NAND/NOR: 20.9
other: 0.0262
buffers and inverters: 4.66
==> critical path, delay by kind of cell <==
| family | cells | cell delay [ps] |
|---|---|---|
| AND-OR/OR-AND | 48 | 10270 |
| adder cells (fa/ha/maj) | 16 | 4900 |
| AND/OR/NAND/NOR | 24 | 3580 |
| XOR/XNOR | 14 | 2370 |
| buffers and inverters | 9 | 1880 |
| multiplexers | 2 | 380 |
==> worst min path at each step <==
stage             startpoint           to  cells after the start
global route  multiplier[15]  product[30]                      4
CTS           multiplier[15]  product[30]                      4
finish        multiplier[15]  product[30]                      4
